**flow/design.v**
```verilog
module top_spi_function #(
	parameter CLK_CNT_HALF=20,
	parameter CLK_CNT_HALF_WIDTH=5,
	parameter MODE = 2'b00,
	parameter CPOL = MODE[1],
	parameter CPHA = MODE[0]
)
(
	input clk,
	input rst_n,
	output [7:0] om_data_master,
	output [7:0] om_data_slave
);
wire [7:0] im_data_master;
wire [7:0] im_data_slave;
wire MISO_spi,MOSI_spi,SCLK_spi;
wire om_send_finish_master,om_receive_finish_master;
wire om_send_finish_slave,om_receive_finish_slave;
reg finish1,finish2,finish3,finish4;
reg im_work_en;
wire finish_wait;
wire finish_end;
wire close;
assign im_data_master = "a";
assign im_data_slave = "b";
always@(posedge clk or negedge rst_n)begin
	if(!rst_n)begin
		finish1<=1'b0;
	end
	else if(om_send_finish_master)begin
		finish1<=1'b1;
	end
end
always@(posedge clk or negedge rst_n)begin
	if(!rst_n)begin
		finish2<=1'b0;
	end
	else if(om_receive_finish_master)begin
		finish2<=1'b1;
	end
end
always@(posedge clk or negedge rst_n)begin
	if(!rst_n)begin
		finish3<=1'b0;
	end
	else if(om_send_finish_slave)begin
		finish3<=1'b1;
	end
end
always@(posedge clk or negedge rst_n)begin
	if(!rst_n)begin
		finish4<=1'b0;
	end
	else if(om_receive_finish_slave)begin
		finish4<=1'b1;
	end
end
assign finish_wait=finish1 & finish2 & finish3 & finish4;
assign finish_end=om_send_finish_master | om_send_finish_slave
	| om_receive_finish_master | om_receive_finish_slave;
assign close= (finish_wait && !finish_end );
always@(posedge clk or negedge rst_n)begin
	if(!rst_n)begin
		im_work_en<=1'b0;
	end
	else if(close)begin
		im_work_en<=1'b0;
	end
	else begin
		im_work_en<=1'b1;
	end
end
L1_spi_master_v2 #(
	.CLK_CNT_HALF(CLK_CNT_HALF),
	.CLK_CNT_HALF_WIDTH(CLK_CNT_HALF_WIDTH),
	.MODE(MODE)
)top_U1(
	.clk(clk),
	.rst_n(rst_n),
	.im_work_en(im_work_en),
	.im_data(im_data_master),
	.om_data(om_data_master),
	.im_MISO_spi(MISO_spi),
	.om_MOSI_spi(MOSI_spi),
	.om_SCLK_spi(SCLK_spi),
	.om_send_finish(om_send_finish_master),
	.om_receive_finish(om_receive_finish_master)
);
L1_spi_slave #(
	.CLK_CNT_HALF(CLK_CNT_HALF),
	.CLK_CNT_HALF_WIDTH(CLK_CNT_HALF_WIDTH),
	.MODE(MODE)
)top_U2(
	.clk(clk),
	.rst_n(rst_n),
	.im_data(im_data_slave),
	.om_data(om_data_slave),
	.im_MOSI_spi(MOSI_spi),
	.im_SCLK_spi(SCLK_spi),
	.om_MISO_spi(MISO_spi),
	.om_send_finish(om_send_finish_slave),
	.om_receive_finish(om_receive_finish_slave)
);
endmodule
module L1_spi_master_v2 #(
	parameter CLK_CNT_HALF=10,
	parameter CLK_CNT_HALF_WIDTH=4,
	parameter MODE = 2'b00,
	parameter CPOL = MODE[1],
	parameter CPHA = MODE[0]
)
(
	input clk,
	input rst_n,
	input im_work_en,
	input [7:0] im_data,
	output  [7:0] om_data,
	input im_MISO_spi,
	output om_MOSI_spi,
	output om_SCLK_spi,
	output om_send_finish,
	output om_receive_finish
);
wire om_up_edge,om_down_edge,om_high_read,om_low_read;
reg im_send_pluse,im_receive_pluse;
always@(posedge clk or negedge rst_n)begin
	if(!rst_n)begin
		im_send_pluse<=1'b0;
		im_receive_pluse<=1'b0;
	end
	else 
	case(CPHA)
		1'b1:begin 
			im_send_pluse<=om_up_edge;
			im_receive_pluse<=om_low_read;
		end
		1'b0:begin
			im_send_pluse<=om_down_edge;
			im_receive_pluse<=om_high_read;
		end
	endcase
end
L2_clk_cnt #(
	.CLK_CNT_HALF(CLK_CNT_HALF),
	.CLK_CNT_HALF_WIDTH(CLK_CNT_HALF_WIDTH),
	.CPOL(CPOL)
) L2_U1 (
	.clk(clk),
	.rst_n(rst_n),
	.im_work_en(im_work_en),
	.om_clk_cnt(om_SCLK_spi),
	.om_up_edge(om_up_edge),
	.om_down_edge(om_down_edge),
	.om_high_read(om_high_read),
	.om_low_read(om_low_read)
);
L2_send L2_U2(
	.clk(clk),
	.rst_n(rst_n),
	.im_work_en(im_work_en),
	.im_work_pluse(im_send_pluse),
	.im_data(im_data),
	.om_data(om_MOSI_spi),
	.om_finish(om_send_finish)
);
L2_receive L2_U3(
	.clk(clk),
	.rst_n(rst_n),
	.im_work_en(im_work_en),
	.im_work_pluse(im_receive_pluse),
	.im_data(im_MISO_spi),
	.om_data(om_data),
	.om_finish(om_receive_finish)
);
endmodule
module L1_spi_slave #(
	parameter CLK_CNT_HALF=10,
	parameter CLK_CNT_HALF_WIDTH=4,
	parameter MODE =2'b00,
	parameter CPOL = MODE[1],
	parameter CPHA = MODE[0]
)
(
	input clk,
	input rst_n,
	input [7:0] im_data,
	output [7:0] om_data,
	input im_MOSI_spi,
	input im_SCLK_spi,
	output om_MISO_spi,
	output om_send_finish,
	output om_receive_finish
);
wire om_up_edge,om_down_edge,om_high_read,om_low_read;
reg im_send_pluse,im_receive_pluse;
always@(posedge clk or negedge rst_n)begin
	if(!rst_n)begin
		im_send_pluse<=1'b0;
		im_receive_pluse<=1'b0;
	end
	else 
	case(CPHA)
		1'b1:begin 
			im_send_pluse<=om_down_edge;
			im_receive_pluse<=om_high_read;
		end
		1'b0:begin
			im_send_pluse<=om_up_edge;
			im_receive_pluse<=om_low_read;
		end
	endcase
end
L2_clk_read_cnt #(
	.CLK_CNT_HALF(CLK_CNT_HALF),
	.CLK_CNT_HALF_WIDTH(CLK_CNT_HALF_WIDTH),
	.CPOL(CPOL)
)L2_S1 (
	.clk(clk),
	.rst_n(rst_n),
	.im_SCLK_spi(im_SCLK_spi),
	.om_up_edge(om_up_edge),
	.om_down_edge(om_down_edge),
	.om_high_read(om_high_read),
	.om_low_read(om_low_read)
);
L2_send L2_S2(
	.clk(clk),
	.rst_n(rst_n),
	.im_work_en(1'b1), 
	.im_work_pluse(im_send_pluse),
	.im_data(im_data),
	.om_data(om_MISO_spi),
	.om_finish(om_send_finish)
);
L2_receive L2_U3(
	.clk(clk),
	.rst_n(rst_n),
        .im_work_en(1'b1), 
	.im_work_pluse(im_receive_pluse),
	.im_data(im_MOSI_spi),
	.om_data(om_data),
	.om_finish(om_receive_finish)
);
endmodule
module L2_clk_cnt#(
	parameter CLK_CNT_HALF_WIDTH=4,  
	parameter CLK_CNT_HALF = 10, 
	parameter CPOL =1'b0
)
(
	input clk,
	input rst_n,
	input im_work_en,
	output reg om_clk_cnt,
	output reg om_up_edge,
	output reg om_down_edge,
	output reg om_high_read,
	output reg om_low_read
);
reg [CLK_CNT_HALF_WIDTH-1:0] cnt;
always@(posedge clk or negedge rst_n)begin
	if(!rst_n)begin
		cnt<=0;
	end
	else if(cnt==CLK_CNT_HALF-1'b1)begin
		cnt<=0;
	end
	else if(im_work_en)begin
		cnt<=cnt+1'b1;
	end
	else if(!im_work_en)begin
		cnt<=1'b0;
	end
end
always@(posedge clk or negedge rst_n)begin
	if(!rst_n)begin
		om_clk_cnt<=CPOL;
	end
	else if(!im_work_en)begin
		om_clk_cnt<=CPOL;
	end
	else if(cnt==CLK_CNT_HALF-1'b1)begin
		om_clk_cnt<=~om_clk_cnt;
	end
end
always@(posedge clk or negedge rst_n)begin
	if(!rst_n)begin
		om_up_edge<=1'b0;
		om_down_edge<=1'b0;
		om_high_read<=1'b0;
		om_low_read<=1'b0;
	end
	else if(cnt==CLK_CNT_HALF-1'b1)begin
		om_up_edge<=~om_clk_cnt;
		om_down_edge<=om_clk_cnt;
	end
	else if(cnt==CLK_CNT_HALF/2-1'b1)begin
		om_high_read<=om_clk_cnt;
		om_low_read<=~om_clk_cnt;
	end
	else begin
		om_up_edge<=1'b0;
		om_down_edge<=1'b0;
		om_high_read<=1'b0;
		om_low_read<=1'b0;
	end
end
endmodule
module L2_clk_read_cnt
#(
	parameter CLK_CNT_HALF_WIDTH=4,
	parameter CLK_CNT_HALF = 10,
	parameter CPOL=1'b0
)
(
	input clk,
	input rst_n,
	input im_SCLK_spi,
	output reg om_up_edge,
	output reg om_down_edge,
	output reg om_high_read,
	output reg om_low_read
);
reg [CLK_CNT_HALF_WIDTH-1:0] cnt;
reg [CLK_CNT_HALF_WIDTH-1:0] cnt2;
reg [3:0] bite_cnt;
always@(posedge clk or negedge rst_n)begin
	if(!rst_n)begin
		cnt=0;
	end
	else if(im_SCLK_spi==~CPOL)begin
		cnt<=cnt+1'b1;
	end
	else if(im_SCLK_spi==CPOL)begin
		cnt<=1'b0;
	end
end
always@(posedge clk or negedge rst_n)begin
	if(!rst_n)begin
		bite_cnt<=4'd0;
	end
	else if(cnt==1'b1 && im_SCLK_spi==~CPOL)begin			
		bite_cnt<=bite_cnt+1'b1;
	end
	else if(cnt2==CLK_CNT_HALF*3/4 && bite_cnt==4'd8)begin
		bite_cnt<=4'd0;
	end
end
always@(posedge clk or negedge rst_n)begin
	if(!rst_n)begin
		cnt2<=0;
	end
	else if(im_SCLK_spi==CPOL && bite_cnt!=0)
		cnt2<=cnt2+1'b1;
	else if(im_SCLK_spi==~CPOL)begin
		cnt2<=1'b0;
	end
end
always@(posedge clk or negedge rst_n)begin
	if(!rst_n)begin
		om_up_edge<=1'b0;
		om_down_edge<=1'b0;
	end
	else if(cnt==1'b1 || cnt2==1'b1)begin
		om_up_edge<=im_SCLK_spi;
		om_down_edge<=~im_SCLK_spi;
	end
	else begin
		om_up_edge<=1'b0;
		om_down_edge<=1'b0;		
	end
end
always@(posedge clk or negedge rst_n)begin
	if(!rst_n)begin
		om_high_read<=1'b0;
		om_low_read<=1'b0;
	end
	else if(cnt==CLK_CNT_HALF/2 || cnt2==CLK_CNT_HALF/2)begin
		om_high_read<=im_SCLK_spi;
		om_low_read<=~im_SCLK_spi;
	end
	else begin
		om_high_read<=1'b0;
		om_low_read<=1'b0;
	end	
end
endmodule
module L2_receive(
	input clk,
	input rst_n,
	input im_work_en,
	input im_work_pluse,
	input im_data,
	output reg [7:0] om_data,
	output reg om_finish
);
	reg [3:0] bite_cnt;
always@(posedge clk or negedge rst_n)begin
	if(!rst_n)begin
		om_data<=8'b0;
		bite_cnt<=3'd0;
	end
	else if(!im_work_en)begin
		bite_cnt<=3'd0;
	end
	else if(im_work_pluse)begin
		om_data[bite_cnt]<=im_data;
		if(bite_cnt==3'd7)
		bite_cnt<=3'd0;
		else 
		bite_cnt<=bite_cnt+1'b1;
	end
end
always@(posedge clk or negedge rst_n)begin
	if(!rst_n)begin
		om_finish<=1'b0;
	end
	else if(bite_cnt==3'd7)begin
		om_finish<=1'b1;
	end
	else if(bite_cnt==3'd0) begin  
		om_finish<=1'b0;
	end
end
endmodule
module L2_send(
	input clk,
	input rst_n,
	input im_work_en,
	input im_work_pluse,
	input [7:0] im_data,
	output reg om_data,
	output reg om_finish
);
	reg [3:0] bite_cnt;
always@(posedge clk or negedge rst_n)begin
	if(!rst_n)begin
		om_data<=1'b1;
		bite_cnt<=1'b0;
	end
	else if(!im_work_en)begin
		bite_cnt<=1'b0;
	end
	else if(im_work_pluse)begin
		om_data<=im_data[bite_cnt];
		if(bite_cnt==3'd7)
		bite_cnt<=3'd0;
		else
		bite_cnt<=bite_cnt+1'b1;
	end
end
always@(posedge clk or negedge rst_n)begin
	if(!rst_n)begin
		om_finish<=1'b0;
	end
	else if(bite_cnt==3'd7)begin
		om_finish<=1'b1;
	end
	else if(bite_cnt==3'd0) begin
		om_finish<=1'b0;
	end
end
endmodule
```
**flow/run.sh**
```bash
#!/bin/bash
# OpenROAD 26Q1-2900-gdf79404cd8, Yosys 0.63+post, stock flow scripts
make -C /OpenROAD-flow-scripts/flow DESIGN_CONFIG=/design/flow/config.mk WORK_HOME=/design/flow/orfs finish
```
**flow/config.mk**
```make
export PLATFORM = sky130hd
export DESIGN_NAME = top_spi_function
export DESIGN_NICKNAME = top_spi_function
export VERILOG_FILES = /design/flow/design.v
export SDC_FILE = /design/flow/constraint.sdc
export NUM_CORES = 4
export LEC_CHECK = 1
export CORE_UTILIZATION = 50
```
**flow/constraint.sdc**
```tcl
current_design top_spi_function

set clk_period 2.1
set clk_io_pct 0.2

create_clock -name clk0 -period $clk_period [get_ports {clk}]

set non_clock_inputs [all_inputs -no_clocks]
set_input_delay [expr $clk_period * $clk_io_pct] -clock clk0 $non_clock_inputs
set_output_delay [expr $clk_period * $clk_io_pct] -clock clk0 [all_outputs]
```
==> results.toml <==
# generated from flow reports
[run_status]
status = "finished clean"

[sta]
post-route-period-util_pct = 89.7
period_needed_ns = 1.88
hold_violations = 0
max_freq_mhz = 531
hold_ws_ns = 0.0496
drv_slew = 0
setup_viol = 0
setup_tns_ns = 0
worst_slack_ns = 0.216
worstMarginPinSlew_ns = 0.532
rsz0062_at_grt = "false"
finClkSkew_ns = 0.00459
slew_headroom_pct = 64.6

[floorplan]
die_x_um = 86.3
rows = 30
chipArea_um2 = 7450
core_region_area_um2 = 6830
die_y_um = 86.3
io_pins = 18
fp-utilization_pct = 52.1

[pwr]
power_density_nw_per_um2 = 697
seq_power_share_pct = 47.5
power_frac_comb_pct = 1.1
total_power_mw = 2.88
p_int_mw = 2.35
switching_power_uw = 531
leakage_nw = 1.93
pwr-share-clk_pct = 51.4
sw_frac_of_total_pct = 18.5
ir_drop_mv = 0.613

[synth]
synth.area.top_cells = "dfrtp_1, ha_1, o21ai_0"
synth-simple-area-share_pct = 19.9
postSynthAreaPerCell_um2 = 10.3
yosys_cells = 346
ys_chip_area_um2 = 3560
fa_ha_area_share_pct = 9.15
ys.flops = 71
syn_inst = 346
synth_area_um2 = 3560
topCombFamilyByArea = "simple AND/OR/NAND/NOR gates"
yosysWarnings = 7
edf_count = 0
ys_sh_aoi_pct = 9.57
async_reset_ff_share_pct = 100
ys_sh_xor_pct = 4.68
ys_types = 48
flop_cell = "dfrtp_1"
synth_seq_share_pct = 50.0
top_cell = "dfrtp_1"
ys_sh_mux_pct = 2.50
top_cells_by_count = "dfrtp_1, nand2_1, ha_1"
top_area_share_pct = 48.6
synth.largest_area_cell = "dfrtp_1"

[place]
port_buffers = 17
placed_cell_area_um2 = 3850
dpl.hpwl_um = 4040
place_ws_ns = 0.232
dp_cells = 453
place_congestion = 0.821

[grt]
grt_max_degree = 37
grt_pass1_wl_um = 10600
track_usage_pct = 18.7
antenna_found_initial = 0
overflow = 0
grt_pass1_vias = 2296

[detailed_routing]
drtPass1Iterations = 4
viasPerCell = 5.12
drc = 0
dr_total_vias = 2400
drtIter0Drc = 130
antenna_cells = 0
drt-total-wl_um = 5890
wire_per_inst_um = 12.5
antenna_left = 0

[clocking]
clk_path_buf_depth = 2
cts_hold_buf = 0
cts_sinks = 71
insertion_delay_ns = 0.34
cts_max_level = 3
cts_tree = "done"
cts.clk_slew.worst_paths_ns = 0.08
numCtsBuffers = 9
clockRootBuffer = "clkbuf_8"
post-cts-setup-buffers = 0
ctsResizeCount = 0

[hold_path]
min_path_type = "primary input to async pin"

[critical_path]
critPathLaunchType = "flip-flop"
cp_slowest_stage_delay_ns = 0.44
critPathCaptureType = "flip-flop"
cp_max_fo = 6
cp.required_ns = 2.33
r2r_setup_slack_ns = 0.22
crit_arrival_ns = 2.11
cp_slowest_cell = "dfrtp_1"
path_class = "flip-flop to flip-flop"
cp_cell_sequence = "inv_1, ha_1, nor2_1, nand3_1, nor4_1, mux2_2"

[job]
warnings = 42
drv_cap = 0

[layout]
final_cell_area_um2 = 4130
drive_gt1_share_pct = 10.5
fin_cells = 469
final_util_pct = 60.4
syn_to_final_growth_pct = 16.1
-- logic make-up after synthesis --
logic type,count (synthesis)
mux,8
buf+inv,37
xor+xnor,19
fa+ha+maj,26
compound gates,55
flops,71
simple gates,130
-- worst paths after layout --
check                                                     start                              endpoint  cells past startpoint
hold / removal                                            rst_n  top_U2.L2_S2.bite_cnt[1]$_DFFE_PN0P_                      1
hold reg to reg              top_U2.L2_S1.om_low_read$_DFF_PN0_     top_U2.im_receive_pluse$_DFF_PN0_                      0
setup / recovery           top_U1.L2_U3.bite_cnt[0]$_DFFE_PN0P_   top_U1.L2_U3.om_data[0]$_DFFE_PN0P_                      6
min in group clk0            top_U2.L2_S1.om_low_read$_DFF_PN0_     top_U2.im_receive_pluse$_DFF_PN0_                      0
setup reg to reg           top_U1.L2_U3.bite_cnt[0]$_DFFE_PN0P_   top_U1.L2_U3.om_data[0]$_DFFE_PN0P_                      6
max in group asynchronous                                 rst_n      top_U1.L2_U2.om_data$_DFFE_PN1P_                      2
-- cell usage in the layout, fill, tap and decap left out, types with 3 or more instances in the layout --
master,netlist,routed
xnor2_1,11,11
o21ai_0,24,24
clkdlybuf4s50_1,0,16
and3_1,4,4
nor2_1,20,20
xor2_1,8,8
bufinv_16,0,4
a31oi_1,3,3
a21boi_0,4,4
inv_1,24,24
a21oi_1,8,8
buf_4,0,6
nor3_1,4,4
nor2b_1,6,6
o2bb2ai_1,5,5
and2_1,8,8
dfrtp_1,69,69
nor4_1,4,4
nand3_1,18,18
clkbuf_8,0,11
or2_2,4,4
nand2b_1,7,7
mux2_2,3,3
mux2i_1,4,4
nand4_1,6,6
nand2_1,31,31
ha_1,26,26
or3_1,4,4
a22o_1,3,3
-- sequential cells by signal, indices dropped and copies added, names as in the netlist, 4 cells and up --
| signal | cells |
|---|---|
| top_U1.L2_U1.cnt | 5 |
| top_U2.L2_S1.cnt2 | 5 |
| top_U2.L2_S1.cnt | 5 |
| top_U1.L2_U2.bite_cnt | 4 |
| top_U2.L2_U3.bite_cnt | 4 |
| top_U1.L2_U3.bite_cnt | 4 |
| top_U2.L2_S2.bite_cnt | 4 |
| top_U2.L2_U3.om_data | 8 |
| top_U1.L2_U3.om_data | 8 |
| top_U2.L2_S1.bite_cnt | 4 |
-- worst max-delay path, delay by kind of cell (launching register included) --
kind	cells	cell delay, ns
and+or+nand+nor	3	0.49
muxes	1	0.37
buffers and inverters	1	0.12
DFF	1	0.44
adders and majority gates	1	0.36
-- power groups by stage --
stage / clock network (mW) / registers (mW) / logic (mW)
finish: 1.48 / 1.37 / 0.0320
global route: 1.60 / 1.37 / 0.0395
CTS: 1.52 / 1.37 / 0.0351
-- final cells by class --
class                   instances  area [um2]
inverters                      24        90.1
flip-flops and latches         71        1780
clock inverters                 5         128
well taps                      96         120
clock buffers                  11         151
multi-input cells             238        1630
repair buffers                 24         230
fillers                       556        2700
-- layer usage --
layer  up-vias  part of all wire [%]  track usage [%]
li1       1226                     -                -
met1      1147                    52             30.4
met2        21                    44             27.9
met3         6                   3.1             4.54
met4         0                   1.1             2.27
met5         -                     0                0
Power figures rest on the tool's default switching activity, not on a simulated workload.
