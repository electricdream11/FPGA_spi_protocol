===== run.sh =====
#!/bin/bash
# OpenROAD 26Q1-2900-gdf79404cd8, Yosys 0.63+post, stock flow scripts
make -C /OpenROAD-flow-scripts/flow DESIGN_CONFIG=/design/flow/config.mk WORK_HOME=/design/flow/orfs finish

===== constraint.sdc =====
current_design L2_slave

set clk_period 3.9
set clk_io_pct 0.2

create_clock -name clk0 -period $clk_period [get_ports {clk}]

set non_clock_inputs [all_inputs -no_clocks]
set_input_delay [expr $clk_period * $clk_io_pct] -clock clk0 $non_clock_inputs
set_output_delay [expr $clk_period * $clk_io_pct] -clock clk0 [all_outputs]

===== config.mk =====
export PLATFORM = sky130hd
export DESIGN_NAME = L2_slave
export DESIGN_NICKNAME = L2_slave
export VERILOG_FILES = /design/flow/design.v
export SDC_FILE = /design/flow/constraint.sdc
export NUM_CORES = 4
export LEC_CHECK = 1
export CORE_UTILIZATION = 30

===== design.v =====
module L2_slave #(
	parameter MODE = 0
)
(
	input clk,
	input rst_n,
	input im_work_en,
	output om_work_end,
	input im_mosi_wire,
	input im_sclk_wire,
	output om_miso_wire,
	input [7:0] im_data_bus,
	output [7:0] om_data_bus
);
	localparam CPOL=MODE[1];
	localparam CPHA=MODE[0];
	wire om_up_edge,om_down_edge;
	wire om_read_pluse,om_write_pluse;
L3_analyse_sclk #(
	.CPOL(CPOL)
)
U1_sclk
(
	.clk(clk),
	.rst_n(rst_n),
	.im_work_en(im_work_en),
	.om_work_end(om_work_end),
	.im_sclk_wire(im_sclk_wire),
	.om_up_edge(om_up_edge),
	.om_down_edge(om_down_edge)
);
L3_pluse_create #(
	.M_OR_S(1'b0),
	.CPHA(CPHA)
)
U2_pluse
(
	.clk(clk),
	.rst_n(rst_n),
	.im_work_en(im_work_en),
	.im_up_edge(om_up_edge),
	.im_down_edge(om_down_edge),
	.om_read_pluse(om_read_pluse),
	.om_write_pluse(om_write_pluse)
);
L3_8to1_send U3_send(
	.clk(clk),
	.rst_n(rst_n),
	.im_work_en(im_work_en),
	.im_work_pluse(om_write_pluse),
	.im_data(im_data_bus),
	.om_data(om_miso_wire)
);
L3_1to8_receive U4_receive(
	.clk(clk),
	.rst_n(rst_n),
	.im_work_en(im_work_en),
	.im_work_pluse(om_read_pluse),
	.im_data(im_mosi_wire),
	.om_data(om_data_bus)
);
endmodule
module L3_1to8_receive(
	input clk,
	input rst_n,
	input im_work_en,
	input im_work_pluse,
	input im_data,
	output reg [7:0] om_data
);
	reg [3:0] bite_cnt;
always@(posedge clk or negedge rst_n)begin
	if(!rst_n)begin
		om_data<=8'b0;
		bite_cnt<=3'd0;
	end
	else if(!im_work_en)begin
		bite_cnt<=3'd0;
	end
	else if(im_work_pluse)begin
		om_data[bite_cnt]<=im_data;
		if(bite_cnt==3'd7)
		bite_cnt<=3'd0;
		else 
		bite_cnt<=bite_cnt+1'b1;
	end
end
endmodule
module L3_8to1_send(
	input clk,
	input rst_n,
	input im_work_en,
	input im_work_pluse,
	input [7:0] im_data,
	output reg om_data
);
	reg [3:0] bite_cnt;
always@(posedge clk or negedge rst_n)begin
	if(!rst_n)begin
		om_data<=1'b1;
		bite_cnt<=1'b0;
	end
	else if(!im_work_en)begin
		bite_cnt<=1'b0;
	end
	else if(im_work_pluse)begin
		om_data<=im_data[bite_cnt];
		if(bite_cnt==3'd7)
		bite_cnt<=3'd0;
		else
		bite_cnt<=bite_cnt+1'b1;
	end
end
endmodule
module L3_analyse_sclk#(
	parameter CPOL=1'b0,
	parameter HALF_CLK_PERIOD=100,
	parameter HALF_CLK_PERIOD_WIDTH=7,
	parameter FIRST_EDGE_DELAY = 5,
	parameter LAST_EDGE_BEFORE = 5,
	parameter CLK_TIMES = 8,
	parameter CLK_TIMES_WIDTH = 4
)
(
	input clk,
	input rst_n,
	input im_work_en,
	output om_work_end,
	input im_sclk_wire,
	output om_up_edge,
	output om_down_edge
);
	reg sclk_reg;
	reg  [HALF_CLK_PERIOD_WIDTH:0] cnt;
	reg  [CLK_TIMES_WIDTH-1:0] bite_cnt;
always@(posedge clk or negedge rst_n)begin
	if(!rst_n)begin
		sclk_reg<=CPOL;
	end
	else if(!im_work_en)begin
		sclk_reg<=CPOL;
	end
	else begin
		sclk_reg<=im_sclk_wire;
	end
end
always@(posedge clk or negedge rst_n)begin
	if(!rst_n)begin
		cnt<=1'b0;
	end
	else if(!im_work_en)begin
		cnt<=1'b0;
	end
	else if(sclk_reg==!CPOL)begin
		cnt<=cnt+1'b1;
	end
	else begin
		cnt<=1'b0;
	end
end
always@(posedge clk or negedge rst_n)begin
	if(!rst_n)begin
		bite_cnt<=0;
	end
	else if(!im_work_en)begin
		bite_cnt<=0;
	end
	else if(bite_cnt==CLK_TIMES)begin
		bite_cnt<=bite_cnt;
	end
	else if(cnt==HALF_CLK_PERIOD- LAST_EDGE_BEFORE )begin
		bite_cnt<=bite_cnt+1'b1;
	end
end
assign om_up_edge = (!CPOL)?(cnt==FIRST_EDGE_DELAY)
						:(cnt==HALF_CLK_PERIOD- LAST_EDGE_BEFORE);
assign om_down_edge = (CPOL)?(cnt==FIRST_EDGE_DELAY)
						:(cnt==HALF_CLK_PERIOD- LAST_EDGE_BEFORE);
assign om_work_end = bite_cnt==CLK_TIMES;
endmodule
module L3_pluse_create
#(	
	parameter M_OR_S=1'b1,  
	parameter CPHA=1'b0,
	parameter READ_DELAY_WRITE = 5'd20,  
	parameter READ_DELAY_WRITE_WIDTH = 5
)
(
	input clk,
	input rst_n,
	input im_work_en,
	input im_up_edge,
	input im_down_edge,
	output   om_read_pluse,
	output   om_write_pluse
);
	reg [READ_DELAY_WRITE_WIDTH:0] cnt;
	wire om_read_pluse_temp;
assign om_write_pluse = M_OR_S ? 
						(CPHA ? im_up_edge : im_down_edge)
						:
						((!CPHA) ? im_up_edge : im_down_edge);
assign om_read_pluse_temp = M_OR_S ?
						((!CPHA) ? im_up_edge : im_down_edge)
						:
						(CPHA ? im_up_edge : im_down_edge);
always@(posedge clk or negedge rst_n)begin
	if(!rst_n)begin
		cnt<=READ_DELAY_WRITE+1'b1;
	end
	else if(!im_work_en)begin
		cnt<=READ_DELAY_WRITE+1'b1;
	end
	else if(om_read_pluse_temp)begin
		cnt<=1'b0;
	end
	else if(cnt==READ_DELAY_WRITE+1'b1)begin
		cnt<=cnt;
	end
	else  begin
		cnt<=cnt+1'b1;
	end
end
assign om_read_pluse =  cnt==READ_DELAY_WRITE;
endmodule

==> impl_metrics.tcl <==
# metrics dict for downstream scripts
set metrics [dict create \
    outcome "finished clean" \
    async_flop_share_pct 100.0 \
    dp.final_hpwl_microns 2577 \
    num_rows 29 \
    synthesis.area_sq_um 2046 \
    r2r_end "U4_receive.om_data[0]" \
    crit_path_max_fanout 13 \
    die_h_microns 84.58 \
    clk_pin_slew_ns 0.07 \
    synth_chip_area_sq_um 2046 \
    grt_pass1_vias 1463 \
    fin_worst_skew_ns 0.004312 \
    clockBufferDepth 2 \
    r2r-start "U4_receive.bite_cnt[0]" \
    fin_crit_ns 2.495 \
    grt_usage_pct 11.21 \
    route.detailed.drc 0 \
    yosys_cells 201 \
    top_area_share_pct 39.14 \
    ys_seq_elements 36 \
    synth_top_cell_by_count "dfrtp_1" \
    gp_congestion 0.7844 \
    io_pins 23 \
    clock_latency_ns 0.29 \
    syn_area_per_cell_sq_um 10.18 \
    p_total_mw 1.015 \
    setup-violations-final 0 \
    htree_levels 2 \
    synthTopCellsByArea "dfrtp_1 39%, ha_1 8.0%, dfstp_2 5.1%" \
    top_cells_by_count "32 x dfrtp_1, 19 x nand3_1, 18 x nor2_1, 15 x nand2_1, 13 x ha_1" \
    hold_depth 1 \
    rrSetupSlack_ns 1.91 \
    warning_count 33 \
    layout-drive-gt1-share_pct 9.333 \
    hold_path_end "U4_receive.om_data[2]" \
    fin_util_pct 37.27 \
    vias_per_cell 4.858 \
    rsz0062_at_grt "false" \
    portBuffers 22 \
    synth-seq-area-share_pct 44.28 \
    setup-tns-final_ns 0 \
    largest_area_cell "dfrtp_1" \
    synth_cell_types 44 \
    flop_cell "dfrtp_1" \
    vias 1467 \
    worstHoldStart "U4_receive.om_data[2]" \
    drt-total-wl_microns 3582 \
    hold_viol_final 0 \
    critPathKind "input pin to register" \
    largestRegisters "U1_sclk.cnt x8, U4_receive.om_data x8, U2_pluse.cnt x6" \
    grt_pass1_wl_microns 6458 \
    r2r_cells 6 \
    initCoreUtil_pct 31.67 \
    hp-class "register to register" \
    syn-instance-count 201 \
    drv_cap 0 \
    cts_sinks 36 \
    critPathArrivalTime_ns 2.67 \
    overflow 0 \
    antenna_found_initial 0 \
    postCtsSetupBuffers 0 \
    clock.fmax_mhz 400.8 \
    cp-start-kind "input pin" \
    drv_slew 0 \
    pre_cts_ws_ns 1.065 \
    chip_area_sq_um 7153 \
    worst_pin_slew_ns 0.4669 \
    ant_nets 0 \
    nFillCells 654 \
    grt_max_degree 37 \
    edf_count 0 \
    syn2layout_area_growth_pct 17.68 \
    tritoncts "done" \
    core-area_sq_um 6459 \
    wl_per_cell_microns 11.86 \
    n_antenna_cell 0 \
    drt-pass1-iter-count 6 \
    die_x_microns 84.58 \
    power.leakage_nw 0.9827 \
    post_cts_resized 0 \
    slew-limit-headroom_pct 68.59 \
    cts-root-buf "clkbuf_8" \
    end_kind "register" \
    power_density_nw_per_um2 421.5 \
    finalCritPeriodShare_pct 63.98 \
    cp.required_ns 4.07 \
    drt_iter0_markers 71 \
    peakVddDrop_uv 172.5 \
    numCtsBuffers 5 \
    hold_buffers 0 \
    fin_ws_ns 1.405 \
    yosys_warnings 4 \
]
## metrics by stage
stage | hold WS, ns | area (sq um) | std cells
after floorplan | 0.4329 | 2046 | 201
after global placement | 0.4845 | 2317 | 294
after detailed placement | 0.4727 | 2317 | 294
after CTS | 0.4929 | 2407 | 302
after global routing | 0.5288 | 2407 | 302
final | 0.4877 | 2407 | 302
## where the power goes
group	internal [mW]	switching [mW]	total [mW]
Sequential	0.412	0.0392	0.452
Clock	0.144	0.128	0.273
Combinational	0.136	0.155	0.291
Total	0.692	0.323	1.01
## worst max-delay path by stage
stage	depth (start not counted)	slack, ns	to	startpoint
CTS	5	1.36	U4_receive.om_data[4]	im_work_en
global route	5	1.26	U4_receive.om_data[4]	im_work_en
finish	5	1.40	U4_receive.om_data[4]	im_work_en
## area by class of cell
| cell class | instances | area [sq um] | share of cell area, % |
|---|---|---|---|
| Timing Repair Buffer | 23 | 227.7 | 9.459 |
| Multi-Input combinational cell | 149 | 1054 | 43.76 |
| Tap cell | 77 | 96.34 | 4.002 |
| Clock buffer | 8 | 90.09 | 3.742 |
| Sequential cell | 36 | 905.9 | 37.63 |
| Inverter | 9 | 33.78 | 1.403 |
## critical path: stages
cell and delay, ns:
clkdlybuf4s50_1 0.70, inv_1 0.29, nor3_4 0.43, nand4_2 0.15, mux2_4 0.31
## routing by layer
layer | global-route usage (%) | wire (microns) | vias up
met5 | 0 | 0 | -
met4 | 2.003 | 52 | 0
met3 | 2.092 | 106 | 7
met2 | 17.89 | 1633 | 13
met1 | 16.69 | 1790 | 695
li1 | - | - | 752
## cell families (layout without fill, tap and decap cells)
group,after synthesis,in the layout,synth area share (%)
mux,8,8,5.443
buf+inv,16,40,4.220
fa+ha+maj,13,13,7.951
xor+xnor,14,14,5.994
flops,36,36,44.28
simple gates,88,88,24.10
compound gates,26,26,8.013
## placed cells by master, fill, tap and decap left out, types with 2 or more instances in the layout
| cell type | synthesis | layout |
|---|---|---|
| nand3_1 | 19 | 19 |
| nand3b_1 | 4 | 4 |
| xnor2_1 | 6 | 6 |
| or3_1 | 2 | 2 |
| inv_1 | 9 | 9 |
| nand4_1 | 10 | 10 |
| dfrtp_1 | 32 | 32 |
| and2_1 | 2 | 2 |
| o21ai_0 | 6 | 6 |
| dfstp_2 | 4 | 4 |
| nand2_1 | 15 | 15 |
| nor2_1 | 18 | 18 |
| clkbuf_8 | 0 | 6 |
| and2_2 | 2 | 2 |
| clkbuf_1 | 3 | 2 |
| o2bb2ai_1 | 5 | 5 |
| mux4_2 | 2 | 2 |
| a21oi_1 | 10 | 10 |
| nand2b_1 | 3 | 3 |
| ha_1 | 13 | 13 |
| xor2_1 | 8 | 8 |
| clkdlybuf4s50_1 | 0 | 22 |
| mux2i_1 | 4 | 4 |
Power figures rest on the tool's default switching activity, not on a simulated workload.
