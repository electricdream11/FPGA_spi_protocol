==> design/flow/design.v <==
module L2_master
#(
	parameter MODE = 0,
	parameter CLK_TIMES=8,
	parameter CLK_TIMES_WIDTH=4,
	parameter HALF_CLK_PERIOD=100,  
	parameter HALF_CLK_PERIOD_WIDTH=7,
	parameter READ_DELAY_WRITE = 5'd20,  
	parameter READ_DELAY_WRITE_WIDTH = 5
)
(
	input clk,
	input rst_n,
	input im_work_en,
	output om_work_end,
	input im_miso_wire,
	output om_mosi_wire,
	output om_sclk_wire,
	input [7:0] im_data_bus,
	output[7:0] om_data_bus
);
	localparam CPOL=MODE[1];
	localparam CPHA=MODE[0];
	wire om_up_edge,om_down_edge;
	wire om_read_pluse,om_write_pluse;
L3_counter_clk #(
	.CPOL(CPOL),
	.CLK_TIMES(CLK_TIMES),
	.CLK_TIMES_WIDTH(CLK_TIMES_WIDTH),
	.HALF_CLK_PERIOD(HALF_CLK_PERIOD),
	.HALF_CLK_PERIOD_WIDTH(HALF_CLK_PERIOD_WIDTH)
)
U1_sclk
(
	.clk(clk),
	.rst_n(rst_n),
	.im_work_en(im_work_en),
	.om_work_end(om_work_end),
	.om_sclk(om_sclk_wire),
	.om_up_edge(om_up_edge),
	.om_down_edge(om_down_edge)
);
L3_pluse_create #(
	.M_OR_S(1'b1),
	.CPHA(CPHA),
	.READ_DELAY_WRITE(READ_DELAY_WRITE),
	.READ_DELAY_WRITE_WIDTH(READ_DELAY_WRITE_WIDTH)
)
U2_pluse
(
	.clk(clk),
	.rst_n(rst_n),
	.im_work_en(im_work_en),
	.im_up_edge(om_up_edge),
	.im_down_edge(om_down_edge),
	.om_read_pluse(om_read_pluse),
	.om_write_pluse(om_write_pluse)
);
L3_8to1_send U3_send(
	.clk(clk),
	.rst_n(rst_n),
	.im_work_en(im_work_en),
	.im_work_pluse(om_write_pluse),
	.im_data(im_data_bus),
	.om_data(om_mosi_wire)
);
L3_1to8_receive U4_receive(
	.clk(clk),
	.rst_n(rst_n),
	.im_work_en(im_work_en),
	.im_work_pluse(om_read_pluse),
	.im_data(im_miso_wire),
	.om_data(om_data_bus)
);
endmodule
module L3_1to8_receive(
	input clk,
	input rst_n,
	input im_work_en,
	input im_work_pluse,
	input im_data,
	output reg [7:0] om_data
);
	reg [3:0] bite_cnt;
always@(posedge clk or negedge rst_n)begin
	if(!rst_n)begin
		om_data<=8'b0;
		bite_cnt<=3'd0;
	end
	else if(!im_work_en)begin
		bite_cnt<=3'd0;
	end
	else if(im_work_pluse)begin
		om_data[bite_cnt]<=im_data;
		if(bite_cnt==3'd7)
		bite_cnt<=3'd0;
		else 
		bite_cnt<=bite_cnt+1'b1;
	end
end
endmodule
module L3_8to1_send(
	input clk,
	input rst_n,
	input im_work_en,
	input im_work_pluse,
	input [7:0] im_data,
	output reg om_data
);
	reg [3:0] bite_cnt;
always@(posedge clk or negedge rst_n)begin
	if(!rst_n)begin
		om_data<=1'b1;
		bite_cnt<=1'b0;
	end
	else if(!im_work_en)begin
		bite_cnt<=1'b0;
	end
	else if(im_work_pluse)begin
		om_data<=im_data[bite_cnt];
		if(bite_cnt==3'd7)
		bite_cnt<=3'd0;
		else
		bite_cnt<=bite_cnt+1'b1;
	end
end
endmodule
module L3_counter_clk#(
	parameter CPOL=1'b0,
	parameter CLK_TIMES=8,
	parameter CLK_TIMES_WIDTH=4,
	parameter HALF_CLK_PERIOD=100,  
	parameter HALF_CLK_PERIOD_WIDTH=7
)
(
	input clk,
	input rst_n,
	input im_work_en,
	output om_work_end,
	output reg om_sclk,
	output om_up_edge,
	output om_down_edge
);
	reg [HALF_CLK_PERIOD_WIDTH-1:0] cnt;
	reg [CLK_TIMES_WIDTH-1:0] bite_cnt;
always@(posedge clk or negedge rst_n)begin
	if(!rst_n)begin
		cnt<=1'b0;
	end
	else if(!im_work_en)begin
		cnt<=1'b0;
	end
	else if(cnt==HALF_CLK_PERIOD-1'b1)begin
		cnt<=1'b0;
	end
	else begin
		cnt<=cnt+1'b1;
	end
end
always@(posedge clk or negedge rst_n)begin
	if(!rst_n)begin
		om_sclk<=CPOL;
	end
	else if(!im_work_en)begin
		om_sclk<=CPOL;
	end
	else if(bite_cnt==CLK_TIMES)begin
		om_sclk<=CPOL;
	end
	else if(cnt==HALF_CLK_PERIOD-1'b1)begin
		om_sclk<=~om_sclk;
	end
end
assign om_up_edge = (cnt==HALF_CLK_PERIOD-1'b1) && (!om_sclk);
assign om_down_edge = (cnt==HALF_CLK_PERIOD-1'b1) && (om_sclk);
always@(posedge clk or negedge rst_n)begin
	if(!rst_n)begin
		bite_cnt<=1'b0;
	end
	else if(!im_work_en)begin
		bite_cnt<=1'b0;
	end
	else if(bite_cnt==CLK_TIMES)begin
		bite_cnt<=bite_cnt;
	end
	else if(cnt==HALF_CLK_PERIOD-1'b1 && om_sclk==!CPOL)begin
		bite_cnt<=bite_cnt+1'b1;
	end
end
assign om_work_end = (bite_cnt==CLK_TIMES);
endmodule
module L3_pluse_create
#(	
	parameter M_OR_S=1'b1,  
	parameter CPHA=1'b0,
	parameter READ_DELAY_WRITE = 5'd20,  
	parameter READ_DELAY_WRITE_WIDTH = 5
)
(
	input clk,
	input rst_n,
	input im_work_en,
	input im_up_edge,
	input im_down_edge,
	output   om_read_pluse,
	output   om_write_pluse
);
	reg [READ_DELAY_WRITE_WIDTH:0] cnt;
	wire om_read_pluse_temp;
assign om_write_pluse = M_OR_S ? 
						(CPHA ? im_up_edge : im_down_edge)
						:
						((!CPHA) ? im_up_edge : im_down_edge);
assign om_read_pluse_temp = M_OR_S ?
						((!CPHA) ? im_up_edge : im_down_edge)
						:
						(CPHA ? im_up_edge : im_down_edge);
always@(posedge clk or negedge rst_n)begin
	if(!rst_n)begin
		cnt<=READ_DELAY_WRITE+1'b1;
	end
	else if(!im_work_en)begin
		cnt<=READ_DELAY_WRITE+1'b1;
	end
	else if(om_read_pluse_temp)begin
		cnt<=1'b0;
	end
	else if(cnt==READ_DELAY_WRITE+1'b1)begin
		cnt<=cnt;
	end
	else  begin
		cnt<=cnt+1'b1;
	end
end
assign om_read_pluse =  cnt==READ_DELAY_WRITE;
endmodule
==> design/flow/run.sh <==
#!/bin/bash
# OpenROAD 26Q1-2900-gdf79404cd8, Yosys 0.63+post, stock flow scripts
make -C /OpenROAD-flow-scripts/flow DESIGN_CONFIG=/design/flow/config.mk WORK_HOME=/design/flow/orfs finish
==> design/flow/config.mk <==
export PLATFORM = sky130hd
export DESIGN_NAME = L2_master
export DESIGN_NICKNAME = L2_master
export VERILOG_FILES = /design/flow/design.v
export SDC_FILE = /design/flow/constraint.sdc
export NUM_CORES = 4
export LEC_CHECK = 1
export CORE_UTILIZATION = 40
==> design/flow/constraint.sdc <==
current_design L2_master

set clk_period 2.2
set clk_io_pct 0.2

create_clock -name clk0 -period $clk_period [get_ports {clk}]

set non_clock_inputs [all_inputs -no_clocks]
set_input_delay [expr $clk_period * $clk_io_pct] -clock clk0 $non_clock_inputs
set_output_delay [expr $clk_period * $clk_io_pct] -clock clk0 [all_outputs]
==> flow_results.xml <==
<?xml version="1.0" encoding="UTF-8"?>
<metrics>
  <group name="run_status">
    <metric name="status" unit="">complete, no violations</metric>
  </group>
  <group name="pwr">
    <metric name="power.internal" unit="W">0.00113</metric>
    <metric name="p_sw_share" unit="%">19.0</metric>
    <metric name="power_leakage" unit="nW">1.01</metric>
    <metric name="irDropWorstVdd" unit="mV">0.485</metric>
    <metric name="report.power.total" unit="W">0.00140</metric>
    <metric name="power.net_switching" unit="W">0.000265</metric>
    <metric name="combPwrFrac" unit="%">4.1</metric>
    <metric name="powerDensity" unit="nW/um^2">597</metric>
    <metric name="sequentialPowerShare" unit="%">46.9</metric>
    <metric name="power_frac_clock" unit="%">49.0</metric>
  </group>
  <group name="final_timing">
    <metric name="timing.final.ws_setup" unit="ns">0.205</metric>
    <metric name="period_needed" unit="ns">2.00</metric>
    <metric name="fmax" unit="GHz">0.501</metric>
    <metric name="slew_headroom" unit="%">68.3</metric>
    <metric name="period_used_share" unit="%">90.7</metric>
    <metric name="tns_setup" unit="ns">0</metric>
    <metric name="tightestPinTransition" unit="ns">0.472</metric>
    <metric name="rsz_0062_raised_after_global_routing" unit="">no</metric>
    <metric name="worst_clock_skew_on_the_final_layout" unit="ns">0.00370</metric>
    <metric name="timing_hold_violations_final" unit="">0</metric>
    <metric name="timing_max_transition_violations_final" unit="">0</metric>
    <metric name="report.final.setup_viol" unit="">0</metric>
  </group>
  <group name="clocking">
    <metric name="post-cts-setup-buffers" unit="">0</metric>
    <metric name="clock_sink_total" unit="">35</metric>
    <metric name="ctsHtreeMaxLevel" unit="">2</metric>
    <metric name="cts_inserted_buffers" unit="">5</metric>
    <metric name="cts.reportedPaths.clkPinSlew" unit="ns">0.07</metric>
    <metric name="clk-insertion-delay-late" unit="ns">0.28</metric>
    <metric name="cts-resized-gates" unit="">0</metric>
    <metric name="cts.root.buffer_cell" unit="">clkbuf_8</metric>
    <metric name="cts_tree" unit="">built</metric>
    <metric name="clk_buf_depth" unit="">2</metric>
    <metric name="ctsHoldBuffers" unit="">0</metric>
  </group>
  <group name="synthesis">
    <metric name="synthSimpleGateAreaFrac" unit="%">21.6</metric>
    <metric name="adder_and_majority_gate_portion_of_the_synthesized_area" unit="%">7.82</metric>
    <metric name="ys.warnings.count" unit="">4</metric>
    <metric name="mux_area_share" unit="%">5.08</metric>
    <metric name="synth.logic.top_family" unit="">simple AND/OR/NAND/NOR gates</metric>
    <metric name="synth.yosys.seq_area_share" unit="%">45.9</metric>
    <metric name="ys_sh_xor" unit="%">6.38</metric>
    <metric name="synth.yosys.num_cells" unit="">195</metric>
    <metric name="edf_count" unit="">0</metric>
    <metric name="top_cells_by_count" unit="">dfrtp_1 (31), o21ai_0 (21), nor2_1 (20)</metric>
    <metric name="yosys.area.top_type_share" unit="%">40.4</metric>
    <metric name="netlist_instances" unit="">195</metric>
    <metric name="synth-compound-area-share" unit="%">9.77</metric>
    <metric name="tally_of_unique_sky130hd_cells_used_after_synthesis" unit="">37</metric>
    <metric name="synth.area.top_cells" unit="">dfrtp_1 (40%), ha_1 (7.8%), dfstp_2 (5.5%), o21ai_0 (5.5%), xor2_1 (4.6%)</metric>
    <metric name="syn_area_per_cell" unit="sq um">9.85</metric>
    <metric name="yosys_area" unit="sq um">1920</metric>
    <metric name="most_common_cell" unit="">dfrtp_1</metric>
    <metric name="synthesized_flop_and_latch_total" unit="">35</metric>
    <metric name="synthDominantAreaCellType" unit="">dfrtp_1</metric>
    <metric name="synth.cell_area" unit="sq um">1920</metric>
    <metric name="asyncSetResetFlopFracSynth" unit="%">100</metric>
    <metric name="yosys_most_used_dff" unit="">dfrtp_1</metric>
  </group>
  <group name="setup_path">
    <metric name="worst-endpoint-required" unit="ns">1.76</metric>
    <metric name="criticalPathCategory" unit="">flop to output pin</metric>
    <metric name="worst_setup_path_end_kind" unit="">output pin</metric>
    <metric name="cp-start-kind" unit="">flop</metric>
    <metric name="worst-path-max-fanout" unit="">3</metric>
    <metric name="cp.arrival" unit="ns">1.56</metric>
  </group>
  <group name="floorplan">
    <metric name="floorplan.core_area" unit="sq um">4470</metric>
    <metric name="standard_cell_row_count" unit="">24</metric>
    <metric name="die.size.x" unit="um">71.3</metric>
    <metric name="top_level_ports" unit="">23</metric>
    <metric name="floorplan.core_util" unit="%">42.9</metric>
    <metric name="die_h" unit="um">71.3</metric>
    <metric name="die_area" unit="sq um">5080</metric>
  </group>
  <group name="routing">
    <metric name="dr.pass1.iters" unit="">21</metric>
    <metric name="num_antenna_cells" unit="">0</metric>
    <metric name="antenna_violating_nets_post_route" unit="">0</metric>
    <metric name="vias_per_cell" unit="">5.49</metric>
    <metric name="drc" unit="">0</metric>
    <metric name="wl_per_cell" unit="um">13.5</metric>
    <metric name="drt_wl_total" unit="um">3690</metric>
    <metric name="detailroute.via_count" unit="">1503</metric>
    <metric name="drt-initial-drc-count" unit="">83</metric>
  </group>
  <group name="cells_and_area">
    <metric name="final_layout_size_suffix_gt1_share" unit="%">11.7</metric>
    <metric name="areaGrowthSynthToFinish" unit="%">21.8</metric>
    <metric name="fill_cells" unit="">382</metric>
  </group>
  <group name="grt">
    <metric name="largest_net_degree_at_the_start_of_global_routing" unit="">36</metric>
    <metric name="first_pass_grt_wire_length" unit="um">6710</metric>
    <metric name="track_usage" unit="%">16.8</metric>
    <metric name="grt_remaining_overflow" unit="">0</metric>
    <metric name="grt_pass1_vias" unit="">1444</metric>
    <metric name="grt_antenna_before_repair" unit="">0</metric>
  </group>
  <group name="place">
    <metric name="hpwl" unit="um">2680</metric>
    <metric name="buffer_ports.inserted" unit="">22</metric>
    <metric name="place_congestion" unit="">0.834</metric>
    <metric name="post-place-ws" unit="ns">0.233</metric>
  </group>
  <group name="worst_hold_path">
    <metric name="hold_path.class" unit="">flop to flop</metric>
  </group>
  <group name="flow_run">
    <metric name="cap_violations" unit="">0</metric>
    <metric name="warning_count" unit="">32</metric>
  </group>
</metrics>
## critical path: stages (launching register included)
cell and delay [ns]:
dfrtp_1 0.39, inv_1 0.09, ha_1 0.15, nand3b_1 0.10, inv_1 0.08, clkdlybuf4s50_1 0.46
## cell type report
type,count,area (sq um),share of cell area (%)
Clock buffer,6,72.6,3.10
Tap cell,52,65.1,2.78
Timing Repair Buffer,26,250,10.7
Sequential cell,35,881,37.6
Clock inverter,2,60.1,2.57
Multi-Input combinational cell,143,973,41.6
Inverter,10,37.5,1.60
## cell families after synthesis
| logic type | Yosys count |
|---|---|
| muxes | 7 |
| buffers and inverters | 17 |
| xor gates and xnor gates | 14 |
| and+or+nand+nor | 76 |
| DFF | 35 |
| adders and majority gates | 12 |
| AOI/OAI and AO/OA | 34 |
## power groups by stage
stage	clock network (W)	logic, W	registers [W]
after CTS	0.000697	0.0000597	0.000655
after global routing	0.000730	0.0000658	0.000656
final	0.000684	0.0000576	0.000655
## cells in the final DEF (no fill, tap or decap), types with 5 or more instances in the layout
cell             synthesis  layout
clkbuf_8                 0       5
xor2_1                  10      10
clkdlybuf4s50_1          0      22
a21oi_1                  7       7
nand4_1                  8       8
o21ai_0                 21      21
nor2_1                  20      20
nand2_1                 13      13
inv_1                   10      10
ha_1                    12      12
nand3_1                 14      14
dfrtp_1                 31      31
## state kept, by name (all words and copies together), names as in the netlist
register,cells
U3_send.om_data,1
U2_pluse.cnt,6
U4_receive.om_data,8
U1_sclk.bite_cnt,4
U1_sclk.cnt,7
U4_receive.bite_cnt,4
U1_sclk.om_sclk,1
U3_send.bite_cnt,4
## final timing paths
kind                                   startpoint                    end  slack [ns]  depth (start not counted)
setup / recovery              U1_sclk.bite_cnt[0]            om_work_end        0.20                          5
max in group asynchronous                   rst_n        U2_pluse.cnt[0]        1.29                          2
hold reg to reg                    U1_sclk.cnt[0]         U1_sclk.cnt[0]        0.49                          1
hold / removal                     U1_sclk.cnt[0]         U1_sclk.cnt[0]        0.49                          1
min in group asynchronous                   rst_n         U1_sclk.cnt[2]        0.57                          2
setup reg to reg           U4_receive.bite_cnt[1]  U4_receive.om_data[4]        0.23                          6
## metal layers
metal | GRT usage, % | share of wire [%] | wire [um] | vias to the layer above
met3 | 2.28 | 3.7 | 136 | 5
met1 | 29.2 | 52 | 1920 | 730
met5 | 0 | 0 | 0 | -
li1 | - | - | - | 734
met4 | 2.44 | 1.4 | 50 | 0
met2 | 23.8 | 43 | 1590 | 34
## through the flow
step	hold WS [ns]	std cells	area [sq um]	utilization (%)
after global routing	0.529	274	2340	52.3
final	0.489	274	2340	52.3
after CTS	0.496	274	2340	52.3
after floorplan	0.144	195	1920	-
after detailed placement	0.486	266	2210	49.3
after global placement	0.472	266	2210	49.3
No activity file was given, so power comes from the tool's default toggle rates.
